===== /design/flow/config.mk =====
export PLATFORM = sky130hd
export DESIGN_NAME = project2
export DESIGN_NICKNAME = project2
export VERILOG_FILES = /design/flow/design.v
export SDC_FILE = /design/flow/constraint.sdc
export NUM_CORES = 4
export LEC_CHECK = 1
export CORE_AREA = 10 10 92 92
export DIE_AREA = 0 0 102 102

===== /design/flow/constraint.sdc =====
current_design project2

set clk_period 5.0
set clk_io_pct 0.2

create_clock -name clk0 -period $clk_period [get_ports {clk}]

set non_clock_inputs [all_inputs -no_clocks]
set_input_delay [expr $clk_period * $clk_io_pct] -clock clk0 $non_clock_inputs
set_output_delay [expr $clk_period * $clk_io_pct] -clock clk0 [all_outputs]

===== /design/flow/design.v =====
module project2(clk,A,B,C,opcode,ZF,SF,CF);
	input [3:0]A,B;
	input [2:0]opcode;
	input clk;
	reg [1:0]bitTemp;
	reg carrybit;
	reg [1:0]bitPointer = 2'b00;
	reg [3:0]Bcomp;
	reg borrow=0;
	output reg [3:0]C;
	output reg ZF=0,SF=0,CF=0;
	parameter reset=3'b000,nandd=3'b001,addd=3'b010,orr=3'b011,sub=3'b100;
	parameter zero=2'b00,first=2'b01,second=2'b10,third=2'b11;
	always @(posedge clk)
		begin
			if(opcode==reset)
			begin
				bitPointer=zero;
				carrybit=0;
				bitTemp=2'b00;
				CF=0;
				ZF=0;
				SF=0;
				borrow=0;
			end
			if(opcode==nandd) 
			begin
				if(bitPointer==zero)
				begin
					C[0]= ~(A[0] && B[0]);
					bitPointer=first;
				end
				else if(bitPointer==first)
				begin
					C[1]=~(A[1] && B[1]);
					bitPointer=second;
				end
				else if(bitPointer==second)
				begin
					C[2]=~(A[2] && B[2]);
					bitPointer=third;
				end
				else if(bitPointer==third)
				begin
					C[3]=~(A[3] && B[3]);
					bitPointer=zero;
					if(C[3]==1'b1)
					begin
						SF=1;
					end
					else
					begin
						SF=0;
					end
					if(C==4'b0000)
					begin
						ZF=1;
					end
					else
					begin
						ZF=0;
					end
				end
			end
			if(opcode==orr)
			begin
				if(bitPointer==zero)
				begin
					C[0]=(A[0] | B[0]);
					bitPointer=first;
				end
				else if(bitPointer==first)
				begin
					C[1]=(A[1] | B[1]);
					bitPointer=second;
				end
				else if(bitPointer==second)
				begin
					C[2]=(A[2] | B[2]);
					bitPointer=third;
				end
				else if(bitPointer==third)
				begin
					C[3]=(A[3] | B[3]);
					bitPointer=zero;
					if(C[3]==1'b1)
					begin
						SF=1;
					end
					else
					begin
						SF=0;
					end
					if(C==4'b0000)
					begin
						ZF=1;
					end
					else
					begin
						ZF=0;
					end
				end
			end
			if(opcode==addd)
			begin
				if(bitPointer==zero)
				begin
					bitTemp=(A[0]+B[0]);
					carrybit=bitTemp[1];
					C[0]=bitTemp[0];
					bitPointer=first;
				end
				else if(bitPointer==first)
				begin
					bitTemp=(A[1]+B[1]+carrybit);
					C[1]=bitTemp[0];
					carrybit=bitTemp[1];
					bitPointer=second;
				end
				else if(bitPointer==second)
				begin
					bitTemp=(A[2]+B[2]+carrybit);
					C[2]=bitTemp[0];
					carrybit=bitTemp[1];
					bitPointer=third;
				end
				else if(bitPointer==third)
				begin
					bitTemp=(A[3]+B[3]+carrybit);
					C[3]=bitTemp[0];
					carrybit=bitTemp[1];
					bitPointer=zero;
					if(carrybit==0)
					begin
						CF=0;
					end
					else
					begin
						CF=1;
					end
					if(C[3]==1'b1)
					begin
						SF=1;
					end
					else
					begin
						SF=0;
					end
					if(C==4'b0000)
					begin
						ZF=1;
					end
					else
					begin
						ZF=0;
					end
				end
			end
			if(opcode==sub)
            begin
                Bcomp=-B;  
                if(bitPointer==zero)
                begin
                    bitTemp=(A[0]+Bcomp[0]);
                    carrybit=bitTemp[1];
                    C[0]=bitTemp[0];
                    bitPointer=first;
                    if(A[0]==1'b0 && B[0]==1'b1)
                    begin
						borrow=1;
					end
                end
                else if(bitPointer==first)
                begin
                    bitTemp=(A[1]+Bcomp[1]+carrybit);
                    C[1]=bitTemp[0];
                    carrybit=bitTemp[1];
                    bitPointer=second;
                    if(borrow==1)
                    begin
						if(A[1]==1'b1 && B[1]==1'b0)
						begin
							borrow=0;
						end
					end
					else
					begin
						if(A[1]==1'b0 && B[1]==1'b1)
						begin
							borrow=1;
						end
					end
                end
                else if(bitPointer==second)
                begin
                    bitTemp=(A[2]+Bcomp[2]+carrybit);
                    C[2]=bitTemp[0];
                    carrybit=bitTemp[1];
                    bitPointer=third;
                    if(borrow==1)
                    begin
						if(A[2]==1'b1 && B[2]==1'b0)
						begin
							borrow=0;
						end
					end
					else
					begin
						if(A[2]==1'b0 && B[2]==1'b1)
						begin
							borrow=1;
						end
					end
                end
                else if(bitPointer==third)
                begin
                    bitTemp=(A[3]+Bcomp[3]+carrybit);
                    C[3]=bitTemp[0];
                    carrybit=bitTemp[1];
                    bitPointer=zero;
                    if(borrow==1)
                    begin
						if(A[3]==1'b1 && B[3]==1'b0)
						begin
							borrow=0;
						end
					end
					else
					begin
						if(A[3]==1'b0 && B[3]==1'b1)
						begin
							borrow=1;
						end
					end
                    if(borrow==0)
                    begin
                        CF=0;
                    end
                    else
                    begin
                        CF=1;
                    end
                    if(C[3]==1'b1)
                    begin
                        SF=1;
                    end
                    else
                    begin
                        SF=0;
                    end
                    if(C==4'b0000)
                    begin
                        ZF=1;
                    end
                    else
                    begin
                        ZF=0;
                    end
                    borrow=0;
                end
            end
		end
endmodule

===== /design/flow/run.sh =====
#!/bin/bash
# OpenROAD 26Q1-2900-gdf79404cd8, Yosys 0.63+post, stock flow scripts
make -C /OpenROAD-flow-scripts/flow DESIGN_CONFIG=/design/flow/config.mk WORK_HOME=/design/flow/orfs finish

==> impl_metrics.json <==
{
  "vias_per_cell": 4.86,
  "flop_cell": "dfxtp_1",
  "setup_viol": 0,
  "maxSlewHeadroom_pct": 64.0,
  "wl_per_cell_um": 13.4,
  "drive_gt1_share_pct": 19.6,
  "crit_required_ns": 5.18,
  "grt_pass1_wl_mm": 6.73,
  "crit_chain": "clkdlybuf4s50_1 > or3_4 > and2_4 > ha_4 > nor4b_4 > a21o_1 > ha_1 > a21oi_2 > o21ai_2 > ha_1 > mux2_1 > a211o_1 > a31oi_2 > buf_4 > fa_1 > nor2_2 > o2111ai_1 > nand3_1",
  "setup_ws_ns": 0.228,
  "skew_ns": 0.00743,
  "worstMarginPinSlew_ns": 0.539,
  "clockBufferDepth": 2,
  "insertion_delay_ns": 0.24,
  "gp_congestion": 0.909,
  "p_per_area_nw_per_um2": 388,
  "vias": 1469,
  "cts_max_level": 1,
  "slew_viol_final": 0,
  "wl_mm": 4.06,
  "drc": 0,
  "mappedNetlistArea_um2": 1550,
  "diodes": 0,
  "post-route-min-period_ns": 4.77,
  "ir_drop_mv": 0.115,
  "slowest_stage": "clkdlybuf4s50_1",
  "edf_count": 0,
  "hpwl_mm": 3.39,
  "grt_max_degree": 16,
  "syn_area_per_cell_um2": 8.27,
  "post-synth-top-area-fraction_pct": 16.1,
  "ys_seq_share_pct": 14.2,
  "min_path_type": "register to register",
  "top_area_cell": "ha_1",
  "max_freq_ghz": 0.210,
  "cts_root_buf": "clkbuf_8",
  "grt_util_all_layers_pct": 8.02,
  "design_area_um2": 2030,
  "die_w_um": 102,
  "die_y_um": 102,
  "num_io_pins": 19,
  "drv_cap": 0,
  "drtPass1Iterations": 4,
  "numCtsBuffers": 3,
  "timing_hold_violations_final": 0,
  "die_area_um2": 10400,
  "setup_tns_ns": 0,
  "final_common_cell": "inv_1",
  "lay_top_cells": "inv_1 (21), ha_1 (19), clkdlybuf4s50_1 (18), buf_4 (18), nand2_1 (17)",
  "max_stage_delay_ns": 0.42,
  "ys_cells": 188,
  "crit_path_start_kind": "input pin",
  "grt.overflow.total": 0,
  "async_flop_share_pct": 0,
  "grt_pass1_vias": 1403,
  "topCellsByArea": "ha_1 (16%), dfxtp_1 (14%), fa_1 (7.7%)",
  "openroad.warnings": 39,
  "coreArea_um2": 6460,
  "antenna_found_initial": 0,
  "fp_util_pct": 24.1,
  "total_leakage_power_uw": 0.000900,
  "cp_common_cell": "ha_1",
  "cts_tree": "done",
  "r2r.worst_path.cells": 16,
  "clk_pin_slew_worst_paths_ns": 0.06,
  "numPortBuffers": 18,
  "drt_iter0_drc": 115,
  "postRouteAntennaNets": 0,
  "synth-seq-cells": 11,
  "synth_cell_types": 53,
  "worst_ep_arrival_time_ns": 4.95,
  "worstHoldPathCells": 2,
  "worstSetupPathType": "input pin to register",
  "cts_sinks": 11,
  "outcome": "finished clean",
  "yosys_warnings": 1,
  "cp-end-kind": "register",
  "synth_cells": 188,
  "holdBufCountCts": 0,
  "final.period_utilization_pct": 95.4,
  "cp_max_fo": 4,
  "power_uw": 787,
  "rows": 29,
  "fin_util_pct": 31.4,
  "area_growth_pct": 30.4,
  "dpl-instance-area_um2": 1930,
  "ys_chip_area_um2": 1550,
  "post-place-ws_ns": -0.244
}
registers in the layout, indices dropped and copies added (netlist names):
signal      flops
borrow          1
carrybit        1
bitPointer      2
ZF              1
C               4
SF              1
CF              1
through the flow:
| step | hold slack, ns | instances |
|---|---|---|
| after floorplan | 0.470 | 188 |
| after global routing | 0.553 | 302 |
| final | 0.531 | 302 |
| after detailed placement | 0.503 | 297 |
| after global placement | 0.491 | 297 |
| after CTS | 0.520 | 301 |
path summary, 6_finish.rpt:
check / startpoint / slack (ns) / endpoint
worst min-delay path: borrow / 0.53 / borrow
worst max-delay path: opcode[1] / 0.23 / ZF
worst min register to register: borrow / 0.53 / borrow
worst max register to register: bitPointer[0] / 1.37 / ZF
synth_stat cells, types with 2 or more instances:
master    number
inv_1         21
ha_1          20
nand2_1       17
nor2_1        14
a21oi_1       13
dfxtp_1       11
nand3_1        7
fa_1           6
a21o_1         4
a31oi_1        4
mux2_2         4
nand4_1        4
nor2b_1        4
nor3_1         4
o21ai_0        4
o21ai_1        4
and2_1         3
mux2i_1        3
nor4b_2        3
a22o_1         2
a22oi_1        2
o311ai_1       2
xnor2_1        2
routing by layer:
metal | vias to the layer above | wire length [µm] | global-route usage, %
met2 | 39 | 1760 | 12.4
li1 | 747 | - | -
met4 | 0 | 21 | 0.542
met5 | - | 0 | 0
met3 | 2 | 231 | 1.84
met1 | 681 | 2050 | 11.7
timing repair:
action                                  CTS  global route
buffers inserted                          0             1
pin swaps                                 1             3
resized                                   4             3
endpoints found under the setup margin    1             6
report_power, final:
group	internal [µW]	switching [µW]
combinational	284	251
sequential	127	31.8
clock	56.2	37.5
total	466	320
worst max-delay path: cells and delay by family:
| kind | cells | cell delay (ns) |
|---|---|---|
| adder cells (fa/ha/maj) | 4 | 1.08 |
| AND/OR/NAND/NOR | 5 | 1.03 |
| AND-OR/OR-AND | 6 | 0.94 |
| multiplexers | 1 | 0.31 |
| buffers and inverters | 2 | 0.58 |
cell type report:
type	instances	area [µm²]
clock buffers	4	45.0
fillers	670	4430
inverters	21	78.8
multi-input cells	153	1270
flip-flops and latches	11	220
well taps	77	96.3
repair buffers	36	315
cells by family after synthesis:
family	count (synthesis)	synth area share [%]
and+or+nand+nor	71	27.5
AOI/OAI and AO/OA	44	19.6
adders and majority gates	27	24.6
buffers and inverters	24	6.60
DFF	11	14.2
muxes	9	6.52
xor gates and xnor gates	2	1.13
